==> ./design.v <==
`timescale 1ns / 1ps
module Fan_timer_project2(
    input clk, reset_p,
    input btn,
    output reg [3:0] led_bar,
    output [3:0] com,
    output [7:0] seg_7,
    output timeout
    );
    wire start;
    button_cntr bcntr_start(.clk(clk), .reset_p(reset_p), .btn(btn), .btn_ne(start));
    wire clk_usec, clk_msec, clk_sec, clk_min;
    clock_usec usec_clk (.clk(clk), .reset_p(reset_p), .clk_usec(clk_usec));
    clock_div_1000 msec_clk (.clk(clk), .clk_source(clk_usec), .reset_p(reset_p), .clk_div_1000(clk_msec));
    clock_div_1000 sec_clk (.clk(clk), .clk_source(clk_msec), .reset_p(reset_p), .clk_div_1000(clk_sec)); 
    clock_div_1000 min_clk (.clk(clk), .clk_source(clk_sec), .reset_p(reset_p), .clk_div_1000(clk_min));
    reg [1:0] cnt;
    always @(posedge clk or posedge reset_p) begin
        if(reset_p) cnt = 0;
        else begin
            if(start) begin
                cnt = cnt + 1;
                if(zero_count) begin
                    cnt = 0;
                end
            end
        end
    end
    wire zero_count;
    edge_detector_n ed(.clk(clk), .cp_in(count_time), .reset_p(reset_p), .n_edge(zero_count));
    assign timeout = zero_count ? ((count_time == 0) ? 1 : 0) : 0;
    reg [3:0] hour1_set, hour10_set, min1_set, min10_set;
    always @(posedge clk or posedge reset_p) begin
        if(reset_p) begin
            hour1_set = 0;
            hour10_set = 0;
            min1_set = 0;
            min10_set = 0;
            led_bar = 0;
        end
        else begin
            case (cnt)
                0: begin
                    hour1_set =1;
                    hour10_set =0;
                    min1_set =0;
                    min10_set =0;
                    led_bar = 4'b0001;
                end 
                1: begin
                    hour1_set =3;
                    hour10_set =0;
                    min1_set =0;
                    min10_set =0;
                    led_bar = 4'b0011;
                end 
                2: begin
                    hour1_set =5;
                    hour10_set =0;
                    min1_set =0;
                    min10_set =0;
                    led_bar = 4'b0111;
                end 
                3: begin
                    hour1_set =0;
                    hour10_set =0;
                    min1_set =0;
                    min10_set =0;
                    led_bar = 4'b1111;
                end 
                default: begin
                    hour1_set =0;
                    hour10_set =0;
                    min1_set =0;
                    min10_set =0;
                end
            endcase
        end
    end
    wire clk_start;
    assign clk_start = (count_time==0) ? 0 : clk_sec;
    assign load_enable = (start) ? 1 :0 ;
    reg [15:0] count_time;
    always @(posedge clk or posedge reset_p) begin
        if(reset_p) count_time = 0;
        else count_time= {0, hour1, min10, min1};
    end
    wire check_dec_clk, dec_clk;
    assign check_dec_clk = (count_time == 0) ? 0 : dec_clk;
    wire[3:0] min1, min10;
    loadable_down_counter_dec_60_project dc_min(.clk(clk), .reset_p(reset_p), .clk_time(clk_start), .load_enable(load_enable), .set_value1(min1_set), .set_value10(min10_set), .dec1(min1), .dec10(min10), .dec_clk(dec_clk));
    wire [3:0] hour1;
    loadable_down_counter_dec_24_project dc_hour(.clk(clk), .reset_p(reset_p), .clk_time(check_dec_clk), .load_enable(load_enable), .set_value1(hour1_set), .dec1(hour1));
    wire [15:0] value;
    assign value = count_time;
    FND_4digit_cntr fnd_cntr(.clk(clk), .reset_p(reset_p), .value(value), .com(com), .seg_7(seg_7));
endmodule
module loadable_down_counter_dec_24_project(
    input clk, reset_p,
    input clk_time, load_enable,
    input [3:0] set_value1,
    output reg [3:0]dec1
);
    always @(posedge clk or posedge reset_p)begin
        if(reset_p)begin
        dec1 = 0;
        end
        else if(load_enable)begin
            dec1 = set_value1;           
        end
        else if(clk_time)begin
            dec1 = dec1 - 1;   
        end
    end
endmodule
module loadable_down_counter_dec_60_project(
    input clk, reset_p,
    input clk_time, load_enable,
    input [3:0] set_value1, set_value10,
    output reg [3:0]dec1, dec10,
    output reg dec_clk
);
    always @(posedge clk or posedge reset_p)begin
        if(reset_p)begin
        dec1 = 0;
        dec10 = 0;
        dec_clk = 0;
        end
        else if(load_enable)begin
            dec1 = set_value1;
            dec10 = set_value10;            
        end
        else if(clk_time)begin
            if(dec1 == 0)begin 
                dec1 = 9;
                if(dec10 == 0)begin
                    dec10 = 5;
                    dec_clk = 1;
                end
                else dec10 = dec10 - 1;
            end    
            else dec1 = dec1 - 1;
         end
         else dec_clk = 0;
    end
endmodule
==> ./run.sh <==
#!/bin/bash
# OpenROAD 26Q1-2900-gdf79404cd8, Yosys 0.63+post, stock flow scripts
make -C /OpenROAD-flow-scripts/flow DESIGN_CONFIG=/design/flow/config.mk WORK_HOME=/design/flow/orfs finish
==> ./config.mk <==
export PLATFORM = sky130hd
export DESIGN_NAME = loadable_down_counter_dec_60_project
export DESIGN_NICKNAME = loadable_down_counter_dec_60_project
export VERILOG_FILES = /design/flow/design.v
export SDC_FILE = /design/flow/constraint.sdc
export NUM_CORES = 4
export LEC_CHECK = 1
export CORE_AREA = 10 10 70 70
export DIE_AREA = 0 0 80 80
==> ./constraint.sdc <==
current_design loadable_down_counter_dec_60_project

set clk_period 1.7
set clk_io_pct 0.2

create_clock -name clk0 -period $clk_period [get_ports {clk}]

set non_clock_inputs [all_inputs -no_clocks]
set_input_delay [expr $clk_period * $clk_io_pct] -clock clk0 $non_clock_inputs
set_output_delay [expr $clk_period * $clk_io_pct] -clock clk0 [all_outputs]
==> job_summary.md <==
## Synthesis and layout report

| Metric | Value |
|---|---|
| Status | complete, no violations |
| Startpoint Class | input pin |
| Combinational gate area | 236 um2 |
| RePlAce Congestion | ~0.75 |
| Hold buffer count at cts | 0 |
| Layout Skew | 5.55 ps |
| TritonCTS Buffers | 3 |
| CTS clock-pin slew for the worst setup and hold paths | about 60 ps |
| Layout cells sized above 1 | 0.190 |
| Synth top area share | 0.479 |
| Die Size | 6400 um2 |
| CP required | 1850 ps |
| Period Utilization, post-route | 0.987 |
| Setup_tns | 0 ps |
| Chip area in the Yosys report | 470 um2 |
| Tool warnings | 25 |
| Routed length per instance | ~11 um |
| Yosys Instances | 50 |
| Die y size | 80 um |
| Fmax | 596 MHz |
| Sequential Area | 225 um2 |
| DR iter-0 viols | 30 |
| Most frequent logic cell in the layout | clkdlybuf4s50_1 |
| Largest area contributor in the netlist | dfrtp_1 |
| Antenna-violating nets left | 0 |
| GR Overflow Total | 0 |
| Drt total wl | 1390 um |
| Critical path arrival | 1830 ps |
| Post-Syn Area | 470 um2 |
| CP cell instances | clkdlybuf4s50_1, or3b_4, or4_4, a31o_1 |
| Slew margin rel. | 0.774 |
| Vias in the first global route | 464 |
| Initial antenna violation count | 0 |
| CTS tree | built |
| Row cnt | 21 |
| CTS Root Cell | clkbuf_4 |
| Fp_density | 0.138 |
| Post-Syn Area per Cell | 9.41 um2 |
| Top delay family on crit path | simple AND/OR/NAND/NOR gates |
| First-pass DRT Iterations | 4 |
| Final hold viol count | 0 |
| Top area cell types | dfrtp_1 (48%), a31oi_1 (5.3%), nor2_1 (4.8%) |
| Area delta synth->final | 72.1% |
| P per Cell Area | 708 nW/um2 |
| H-Tree Depth | 1 |
| Mapped Cells | approximately 50 |
| Vias | 487 |
| Number of diodes | 0 |
| Crit. End Element | flop |
| Type of the most critical hold path | in2async |
| Port Buf Inserts | 20 |
| Drt drc | 0 |
| First-pass GRT wire length | 2250 um |
| Synth warnings | 1 |
| Leakage power | 0.316 nW |
| #FFs+latches synth | 9 |
| Vias/cell | 3.90 |
| Core area | 3420 um2 |
| Clk latency of the worst-skew pair | 260 ps |
| Fill cells | 381 |
| MaxCap Viol Count | 0 |
| RSZ-0062 raised after global routing | no |
| CP peak stage delay | 470 ps |
| Largest net degree at the start of global routing | 11 |
| Final Max-Slew Violation Tally | 0 |
| Worst Path Class, Setup | in2reg |
| Final Cell Area | 810 um2 |
| Ports | 21 |
| Critical-path top delay cell | clkdlybuf4s50_1 |
| HPWL Detailed | 1140 um |
| Sink Count | 9 |
| Slew @ Worst Pin | 339 ps |
| Crit path time final | 1680 ps |
| Buffer depth of the longest clock path | 2 |
| Worst-path fanout max | 5 |
| Post-synth seq share | 0.479 |
| Netlist cell types | 25 |
| Total track usage | 0.0457 |
| Setup violations, final | 0 |
| Dpl cell area | 772 um2 |
| Top Layout Cells | clkdlybuf4s50_1 (20), dfrtp_1 (9), nor2_1 (6), buf_4 (6) |
| Die Span X | 80 um |
| VDD IR max | 254 uV |
| CP bufs+invs | 1 |
worst paths after layout:
kind,slack (ps),to,start,cells past startpoint
worst min-delay path,340,dec10[3],reset_p,2
worst min register to register,520,dec_clk,dec_clk,1
worst max register to register,80,dec10[3],dec10[0],3
worst max-delay path,20,dec10[3],clk_time,4
max in group asynchronous,1110,dec1[0],reset_p,2
min in group clk0,520,dec_clk,dec_clk,1
state kept, by name, indices dropped and copies added (netlist names):
register / cells
dec1: 4
dec10: 4
dec_clk: 1
power breakdown:
part / internal, mW / switching [mW]
Clock: 0.0903 / 0.0720
Sequential: 0.235 / 0.0163
Combinational: 0.104 / 0.0561
Total: 0.429 / 0.144
area by class of cell:
class / instances / share of cell area
Inverter: 2 / 0.00927
Multi-Input combinational cell: 37 / 0.292
Sequential cell: 9 / 0.278
Clock buffer: 4 / 0.0325
Tap cell: 46 / 0.0711
Timing Repair Buffer: 27 / 0.317
cell usage after synthesis:
library cell  instances
or4_4                 1
a31oi_1               4
clkinv_1              1
buf_2                 1
or2_2                 1
clkbuf_1              1
nor4_1                1
or3b_1                1
nand2b_1              1
or3_1                 3
o311ai_0              1
o211ai_1              1
and2_1                1
or4_1                 2
nor2_1                6
dfrtp_1               9
o31ai_1               1
inv_1                 1
a31o_1                1
o22a_2                1
mux2i_1               1
nand2_1               4
o21ai_0               4
xnor2_1               1
nor2b_1               1
per-stage QoR:
stage               instances  power (mW)  hold slack [ps]   util  setup WS [ps]
floorplan                  50       0.307              168      -           2.66
global placement          121       0.411              494  0.226           -361
detailed placement        121       0.413              510  0.226           -374
CTS                       125       0.581              351  0.234          0.111
global route              125       0.623              347  0.237           7.26
finish                    125       0.573              338  0.237           21.8
routing by layer:
| metal | GRT usage | routed length [um] | up-vias |
|---|---|---|---|
| met5 | 0 | 0 | - |
| met4 | 0.00352 | 14 | 0 |
| met3 | 0.0284 | 122 | 2 |
| met2 | 0.0690 | 685 | 12 |
| met1 | 0.0564 | 572 | 228 |
| li1 | - | - | 245 |
what timing repair did:
action                                  CTS  global route
resized                                   1             2
buffers inserted                          0             0
endpoints found under the setup margin    5             3
pin swaps                                 2             4
kinds of logic after synthesis:
logic type | synth area share
muxes | 0.0213
xor gates and xnor gates | 0.0186
buffers and inverters | 0.0345
AOI/OAI and AO/OA | 0.186
DFF | 0.479
and+or+nand+nor | 0.261
No activity file was given, so power comes from the tool's default toggle rates.
